[./run.sh]
#!/bin/bash
# OpenROAD 26Q1-2900-gdf79404cd8, Yosys 0.63+post, stock flow scripts
make -C /OpenROAD-flow-scripts/flow DESIGN_CONFIG=/design/flow/config.mk WORK_HOME=/design/flow/orfs finish
[./config.mk]
export PLATFORM = sky130hd
export DESIGN_NAME = id_ex_reg
export DESIGN_NICKNAME = id_ex_reg
export VERILOG_FILES = /design/flow/design.v
export SDC_FILE = /design/flow/constraint.sdc
export NUM_CORES = 4
export LEC_CHECK = 1
export CORE_AREA = 10 10 262 262
export DIE_AREA = 0 0 272 272
[./constraint.sdc]
current_design id_ex_reg

set clk_period 1.0
set clk_io_pct 0.2

create_clock -name clk0 -period $clk_period [get_ports {clk}]

set non_clock_inputs [all_inputs -no_clocks]
set_input_delay [expr $clk_period * $clk_io_pct] -clock clk0 $non_clock_inputs
set_output_delay [expr $clk_period * $clk_io_pct] -clock clk0 [all_outputs]
[./design.v]
`timescale 1ns/1ps
module id_ex_reg (
    input             clk,
    input             rst_n,
    input             flush,
    input             reg_write_in,
    input             mem_read_in,
    input             mem_write_in,
    input             mem_to_reg_in,
    input             alu_src_in,
    input             branch_in,
    input             jump_in,
    input             jump_reg_in,
    input             lui_in,
    input             auipc_in,
    input      [1:0]  alu_op_in,
    input      [31:0] pc_in,
    input      [31:0] rs1_data_in,
    input      [31:0] rs2_data_in,
    input      [31:0] imm_i_in,
    input      [31:0] imm_s_in,
    input      [31:0] imm_b_in,
    input      [31:0] imm_u_in,
    input      [31:0] imm_j_in,
    input      [4:0]  rs1_in,
    input      [4:0]  rs2_in,
    input      [4:0]  rd_in,
    input      [2:0]  funct3_in,
    input      [6:0]  funct7_in,
    output reg        reg_write_out,
    output reg        mem_read_out,
    output reg        mem_write_out,
    output reg        mem_to_reg_out,
    output reg        alu_src_out,
    output reg        branch_out,
    output reg        jump_out,
    output reg        jump_reg_out,
    output reg        lui_out,
    output reg        auipc_out,
    output reg [1:0]  alu_op_out,
    output reg [31:0] pc_out,
    output reg [31:0] rs1_data_out,
    output reg [31:0] rs2_data_out,
    output reg [31:0] imm_i_out,
    output reg [31:0] imm_s_out,
    output reg [31:0] imm_b_out,
    output reg [31:0] imm_u_out,
    output reg [31:0] imm_j_out,
    output reg [4:0]  rs1_out,
    output reg [4:0]  rs2_out,
    output reg [4:0]  rd_out,
    output reg [2:0]  funct3_out,
    output reg [6:0]  funct7_out
);
    always @(posedge clk) begin
        if (!rst_n || flush) begin
            reg_write_out <= 1'b0;
            mem_read_out  <= 1'b0;
            mem_write_out <= 1'b0;
            mem_to_reg_out <= 1'b0;
            alu_src_out   <= 1'b0;
            branch_out    <= 1'b0;
            jump_out      <= 1'b0;
            jump_reg_out  <= 1'b0;
            lui_out       <= 1'b0;
            auipc_out     <= 1'b0;
            alu_op_out    <= 2'b00;
            pc_out        <= 32'h0000_0000;
            rs1_data_out  <= 32'h0000_0000;
            rs2_data_out  <= 32'h0000_0000;
            imm_i_out     <= 32'h0000_0000;
            imm_s_out     <= 32'h0000_0000;
            imm_b_out     <= 32'h0000_0000;
            imm_u_out     <= 32'h0000_0000;
            imm_j_out     <= 32'h0000_0000;
            rs1_out       <= 5'd0;
            rs2_out       <= 5'd0;
            rd_out        <= 5'd0;
            funct3_out    <= 3'd0;
            funct7_out    <= 7'd0;
        end else begin
            reg_write_out <= reg_write_in;
            mem_read_out  <= mem_read_in;
            mem_write_out <= mem_write_in;
            mem_to_reg_out <= mem_to_reg_in;
            alu_src_out   <= alu_src_in;
            branch_out    <= branch_in;
            jump_out      <= jump_in;
            jump_reg_out  <= jump_reg_in;
            lui_out       <= lui_in;
            auipc_out     <= auipc_in;
            alu_op_out    <= alu_op_in;
            pc_out        <= pc_in;
            rs1_data_out  <= rs1_data_in;
            rs2_data_out  <= rs2_data_in;
            imm_i_out     <= imm_i_in;
            imm_s_out     <= imm_s_in;
            imm_b_out     <= imm_b_in;
            imm_u_out     <= imm_u_in;
            imm_j_out     <= imm_j_in;
            rs1_out       <= rs1_in;
            rs2_out       <= rs2_in;
            rd_out        <= rd_in;
            funct3_out    <= funct3_in;
            funct7_out    <= funct7_in;
        end
    end
endmodule
==> qor.yml <==
status:
  outcome: "finished, violations left"
  violations: "negative setup slack"
clock_network:
  cts_resized: 1054
  clock-root-buffer: "clkbuf_16"
  ctsHoldBuffers: 0
  cts_tree: "yes"
  cts_setup_buffers: 0
  clockBufferDepth: 3
  cts_max_level: 2
  cts.reportedPaths.clkPinSlew_ns: 0.06
  numCtsBuffers: 37
  clock-sinks: 293
detailed_routing:
  drt-initial-drc-count: 228
  routedWlPerCell_um: 17.3
  route.detailed.drc: 0
  via_count: 7035
  n_antenna_cell: 0
  viasPerCell: 3.34
  drtAntennaViolNets: 0
  wl_mm: 36.5
  firstDrtPassIters: 4
yosys:
  syn_area_um2: 8750
  yosys_cells: 650
  synthTopCellsByCount: "and3b_1, dfxtp_1, buf_2"
  top_area_frac: 0.671
  syn_inst: 650
  async_flop_share: 0
  synth_cell_types: 4
  synth_seq_share: 0.671
  ys_sh_adder: 0
  edf_count: 0
  ys_ff: 293
  area_leaders: "dfxtp_1, and3b_1, buf_2, clkbuf_1"
  ys_sh_mux: 0
  logic_family: "simple AND/OR/NAND/NOR gates"
  netlist.top_cell.by_area: "dfxtp_1"
  synth_area_per_cell_um2: 13.5
  synthXorXnorAreaFrac: 0
  ys_area_um2: 8750
  flop_cell: "dfxtp_1"
  ys_sh_aoi: 0
  yosysWarnings: 1
  ys_sh_simple: 0.293
cells_and_area:
  fillerInstances: 6666
  drive_above_1_share: 0.359
  area_growth_pct: 78.1
global_route:
  antenna_found_initial: 4
  groute.usage.overall: 0.0942
  grt_pass1_vias: 7528
  overflow: 0
  grt_pass1_wl_mm: 52.4
  grt_max_degree: 84
worst_setup_path:
  cp_top_family: "flip-flops"
  critical_path_class: "reg -> out"
  cp_data_required_time_ns: 0.80
  critical_path.slowest_cell: "dfxtp_4"
  path_cells: "buf_6"
  critPathBufInv: 1
  critPathArrivalTime_ns: 1.06
  worstSetupEndpointType: "output pin"
  worstPathMaxFanout: 1
  crit_path_max_incr_delay_ns: 0.41
  critPathLaunchType: "register"
floorplan:
  rows: 92
  io-pin-count: 589
  die_y_um: 272
  fp.coreArea_um2: 63000
  die_w_um: 272
  die-area_um2: 74000
  initCoreUtil: 0.139
final_timing:
  slew_viol_final: 0
  min_period_ns: 1.26
  worstMarginPinSlew_ns: 0.339
  finalHoldViolCount: 0
  setup_ws_ns: -0.257
  fmax_ghz: 0.796
  post-route-period-util: 1.26
  setup_viol: 293
  hold_ws_ns: 0.0835
  rsz0062_at_grt: "true"
  max-slew-margin-rel: 0.774
place:
  post-place-ws_ns: -0.362
  gp_congestion: 0.874
  place_hpwl_mm: 27.9
  place.port_buffers: 588
run:
  max_cap_violations: 0
  warnings: 27
pwr:
  power.density_nw_per_um2: 1820
  peakVddDrop_v: 0.00116
  finalPower_mw: 28.3
  p_leak_nw: 7.91
hold_path:
  hp-class: "in -> reg"
==> final timing paths <==
| kind | startpoint | end | depth (start not counted) |
|---|---|---|---|
| setup / recovery | imm_s_out[31]$_SDFF_PP0_ | imm_s_out[31] | 1 |
| hold / removal | rst_n | alu_op_out[1]$_SDFF_PP0_ | 2 |
==> routing by layer <==
layer	track usage	share of wire
met1	0.112	0.39
met2	0.157	0.48
met3	0.0377	0.098
met4	0.0249	0.030
met5	0	0.0011
==> logic make-up after synthesis <==
family | after synthesis
and+or+nand+nor | 293
buffers and inverters | 64
DFF | 293
==> cell type report <==
cell class                      count  area, um^2  area share
Clock buffer                       49        1030      0.0664
Clock inverter                     17         210      0.0135
Multi-Input combinational cell    293        2570       0.165
Sequential cell                   293        5980       0.384
Tap cell                          846        1060      0.0680
Timing Repair Buffer              606        4730       0.303
==> power by group <==
| part | switching, mW | internal, mW |
|---|---|---|
| Clock | 5.22 | 8.35 |
| Combinational | 0.724 | 1.73 |
| Sequential | 0.127 | 12.2 |
| Total | 6.08 | 22.2 |
==> through the flow <==
| stage | util | std cells | area (um^2) | setup TNS, ns |
|---|---|---|---|---|
| 3_5_place_dp | 0.247 | 2038 | 15600 | -2.88 |
| 5_1_grt | 0.247 | 2104 | 15600 | -56.59 |
| 6_report | 0.247 | 2104 | 15600 | -40.92 |
| 3_3_place_gp | 0.247 | 2038 | 15600 | -2.41 |
| 2_1_floorplan | - | 650 | 8750 | 0 |
| 4_1_cts | 0.246 | 2104 | 15500 | -56.19 |
==> state kept, by name (all words and copies together) (netlist names), 2 cells and up <==
name / cells
rs1_out: 5
rs1_data_out: 32
rd_out: 5
imm_b_out: 32
imm_s_out: 32
rs2_data_out: 32
pc_out: 32
imm_u_out: 32
imm_i_out: 32
funct7_out: 7
alu_op_out: 2
funct3_out: 3
imm_j_out: 32
rs2_out: 5
==> placed cells by master (no fill, tap or decap) <==
cell type,instances
inv_6,3
clkbuf_16,39
dfxtp_2,74
dfxtp_4,6
bufinv_16,4
buf_6,19
buf_4,13
clkdlybuf4s50_1,293
clkbuf_1,8
buf_2,276
clkinv_4,1
clkinv_2,5
and3b_1,293
clkbuf_8,2
dfxtp_1,213
clkinvlp_4,4
buf_12,5
Power and IR drop assume default switching activity.
