==> flow/design.v <==
`timescale 1ns/1ps
module register_file (
    input             clk,
    input             rst_n,
    input             reg_write_en,
    input      [4:0]  rs1_addr,
    input      [4:0]  rs2_addr,
    input      [4:0]  rd_addr,
    input      [31:0] rd_data,
    output     [31:0] rs1_data,
    output     [31:0] rs2_data
);
    reg [31:0] regs [0:31];
    integer i;
    always @(posedge clk) begin
        if (!rst_n) begin
            for (i = 0; i < 32; i = i + 1) begin
                regs[i] <= 32'h0000_0000;
            end
        end else if (reg_write_en && (rd_addr != 5'd0)) begin
            regs[rd_addr] <= rd_data;
        end
    end
    assign rs1_data = (rs1_addr == 5'd0) ? 32'h0000_0000 : regs[rs1_addr];
    assign rs2_data = (rs2_addr == 5'd0) ? 32'h0000_0000 : regs[rs2_addr];
endmodule
==> flow/run.sh <==
#!/bin/bash
# OpenROAD 26Q1-2900-gdf79404cd8, Yosys 0.63+post, stock flow scripts
make -C /OpenROAD-flow-scripts/flow DESIGN_CONFIG=/design/flow/config.mk WORK_HOME=/design/flow/orfs finish
==> flow/config.mk <==
export PLATFORM = sky130hd
export DESIGN_NAME = register_file
export DESIGN_NICKNAME = register_file
export VERILOG_FILES = /design/flow/design.v
export SDC_FILE = /design/flow/constraint.sdc
export NUM_CORES = 4
export LEC_CHECK = 1
export CORE_UTILIZATION = 40
==> flow/constraint.sdc <==
current_design register_file

set clk_period 19.4
set clk_io_pct 0.2

create_clock -name clk0 -period $clk_period [get_ports {clk}]

set non_clock_inputs [all_inputs -no_clocks]
set_input_delay [expr $clk_period * $clk_io_pct] -clock clk0 $non_clock_inputs
set_output_delay [expr $clk_period * $clk_io_pct] -clock clk0 [all_outputs]
==> impl_metrics.env <==
# yosys + openroad results
export IMPL_status="finished clean"
export IMPL_grt_usage_pct=28.6
export IMPL_crit_buf_inv=6
export IMPL_ys_ff=1024
export IMPL_p_seq_share_pct=48.6
export IMPL_setup_viol=0
export IMPL_cp_required_ns=15.52
export IMPL_root_buffer="clkbuf_16"
export IMPL_largest_register="regs"
export IMPL_p_int_mw=4.07
export IMPL_postRouteAntennaNets=0
export IMPL_crit_top_cell="buf_4"
export IMPL_routedWlPerCell_microns=32.8
export IMPL_grt_max_degree=95
export IMPL_synth_area_mux_share_pct=23.0
export IMPL_grt_util_met1_pct=35.6
export IMPL_simple_gate_share_pct=13.0
export IMPL_drv_cap=0
export IMPL_lay_top_count="edfxtp_1"
export IMPL_numCtsBuffers=110
export IMPL_largest_area_cell="edfxtp_1"
export IMPL_busiest_layer="met2"
export IMPL_cts_max_path_buffers=3
export IMPL_ys_sh_aoi_pct=3.92
export IMPL_lay_top_cells="1024 x edfxtp_1, 994 x and2_1, 472 x mux4_2, 165 x buf_4, 150 x mux2i_1"
export IMPL_largest_reg_flops=1024
export IMPL_fin_crit_sh_pct=63.3
export IMPL_gp_congestion=0.905
export IMPL_portBuffers=113
export IMPL_period_needed_ns=12.27
export IMPL_crit_arrival_ns=8.39
export IMPL_drt_pass1_iterations=5
export IMPL_crit_family="buffers and inverters"
export IMPL_io_pins=114
export IMPL_synth_cell_types=45
export IMPL_synth_warnings=1
export IMPL_warnings=26
export IMPL_antenna_found_initial=9
export IMPL_end_kind="primary output"
export IMPL_irDropWorstVdd_uv=72.7
export IMPL_p_per_area_nw_per_um2=87.8
export IMPL_hold_viol_final=0
export IMPL_cts_sinks=1024
export IMPL_power_share_switching_pct=24.5
export IMPL_p_switching_mw=1.32
export IMPL_ys_seq_share_pct=56.7
export IMPL_final_cells=5407
export IMPL_core_area_sq_um=134000
export IMPL_rsz0062_at_grt="false"
export IMPL_grt_pass1_wl_microns=253000
export IMPL_synthTopCellsByArea="edfxtp_1 57%, mux4_2 20%, and2_1 11%"
export IMPL_power_frac_clock_pct=39.3
export IMPL_grt_overflow=0
export IMPL_grt_pass1_vias=35289
export IMPL_post_cts_resized=0
export IMPL_via_per_inst=5.99
export IMPL_dp_hpwl_microns=105000
export IMPL_comb_power_share_pct=12.1
export IMPL_fmax_mhz=81.5
export IMPL_die_y_microns=370
export IMPL_fillerInstances=11315
export IMPL_syn_inst=3507
export IMPL_cts_tree="yes"
export IMPL_ff_type="edfxtp_1"
export IMPL_crit_path_max_fanout=68
export IMPL_postCtsSetupBuffers=0
export IMPL_syn_area_sq_um=54200
export IMPL_final_seq_area_sq_um=30700
export IMPL_top_regs="regs (1024)"
export IMPL_drt_iter0_drc=2030
export IMPL_drc=0
export IMPL_synthToLayoutAreaGrowth_pct=13.1
export IMPL_synth_top_area_share_pct=56.7
export IMPL_clkTransAtPathRegs_ns=0.06
export IMPL_hold_path_class="input port to flip-flop"
export IMPL_slowest_stage="nor4_1"
export IMPL_dieWidth_microns=370
export IMPL_tns_ns=0
export IMPL_via_count=32396
export IMPL_h_tree_depth=3
export IMPL_synthArstFlopShare_pct=0
export IMPL_holdBufCountCts=0
export IMPL_top_logic_kind="multiplexers"
export IMPL_edf_count=1024
export IMPL_syn_area_per_cell_sq_um=15.5
export IMPL_use_met2_pct=39.8
export IMPL_crit_path_start_kind="input port"
export IMPL_logic_area_sq_um=22300
export IMPL_worst_pin_slew_ns=1.12
export IMPL_wl_microns=177000
export IMPL_synth_adder_area_share_pct=0
export IMPL_relSlewSlack_pct=24.5
export IMPL_slew_violations=0
export IMPL_dp_cells=5198
export IMPL_crit_chain="buf_8 > buf_12 > buf_4 > buf_4 > mux4_2 > nand2_1 > a32o_1 > nor4_1 > buf_4 > clkdlybuf4s50_1"
export IMPL_ys_sh_xor_pct=0
export IMPL_chipArea_sq_um=137000
export IMPL_cp_slowest_stage_delay_ns=0.76
export IMPL_final_layout_size_suffix_gt1_share_pct=25.1
export IMPL_initCoreUtil_pct=40.5
export IMPL_crit_type="input port to primary output"
export IMPL_synth_chip_area_sq_um=54200
export IMPL_ys_cells=3507
export IMPL_rows=134
export IMPL_leakage_nw=20.7
export IMPL_met3_usage_pct=21.6
[stage by stage]
stage | setup slack [ns] | cell area (sq um) | power (mW) | util, % | hold WS (ns)
finish | 7.13 | 61300 | 5.39 | 45.8 | 3.73
floorplan | 10.06 | 54300 | 3.03 | - | 4.08
CTS | 7.02 | 61300 | 5.41 | 45.8 | 3.67
global placement | 6.95 | 57700 | 3.31 | 43.1 | 4.44
detailed placement | 7.03 | 57700 | 3.31 | 43.1 | 4.45
global route | 6.62 | 61300 | 5.54 | 45.8 | 3.70
[kinds of logic (layout without fill, tap and decap cells)]
group | Yosys count | after routing
other cells | 1 | 37
buf+inv | 392 | 488
flops | 1024 | 1024
simple gates | 1148 | 1148
mux | 652 | 652
compound gates | 290 | 290
[worst paths after layout]
kind / startpoint / to / slack, ns / cells past startpoint
setup / recovery: rs1_addr[1] / rs1_data[29] / 7.13 / 10
hold / removal: rst_n / regs[21][7] / 3.73 / 2
[layer usage]
layer	up-vias	part of all wire, %
li1	13683	-
met1	15889	34
met2	2440	45
met3	364	17
met4	20	4.0
met5	-	0.14
[layout make-up]
| cell class | instances | area share [%] |
|---|---|---|
| Multi-Input combinational cell | 2122 | 36.4 |
| Antenna cell | 5 | 0.0204 |
| Clock buffer | 132 | 4.66 |
| Tap cell | 1768 | 3.61 |
| Timing Repair Buffer | 281 | 4.00 |
| Clock inverter | 72 | 1.18 |
| Inverter | 3 | 0.0184 |
| Sequential cell | 1024 | 50.2 |
[cell usage after synthesis, drive strengths merged (3+ instances only)]
master	n
nand2	9
a21oi	12
nand2b	5
a22o	51
o21ai	35
a221oi	4
mux2	30
nand3	5
nand3b	5
clkbuf	276
mux4	472
a22oi	16
nor3	54
buf	113
and2	995
nor4b	3
nor2b	14
inv	3
or3b	3
nor4	6
o22ai	103
mux2i	150
edfxtp	1024
a2111oi	55
nor2	37
and3	3
a211oi	7
or3	3
a32o	4
[power groups by stage]
stage	combinational, mW	clock [mW]	sequential [mW]
global route	0.685	2.22	2.63
finish	0.653	2.11	2.62
CTS	0.653	2.14	2.62
Power figures rest on the tool's default switching activity, not on a simulated workload.
